==> flow/design.v <==
`timescale 1ns/1ns
module alu(
	       alu_out,   
	       zero,
	       data,
	       accum,
	       alu_clk,
	       opcode
	       );
output[15:0] alu_out;   
output  zero;          
input[15:0]  data;      
input[15:0]  accum;     
input[3:0]  opcode;    
input alu_clk;         
reg[15:0] alu_out;
parameter       HLT  = 4'b0000,
                SKZ  = 4'b0001,
			    ADD  = 4'b0010,
			    SUB  = 4'b0011,
			    MUL  = 4'b0100,
			    OR   = 4'b0101,
			    AND  = 4'b0110,
			    XOR  = 4'b0111,
			    NOT  = 4'b1000,
			    STO  = 4'b1001,
			    LDA  = 4'b1010,
			    RL   = 4'b1011,
			    RR   = 4'b1100,
			    JMP  = 4'b1101,
			    POP  = 4'b1110,
			    PUSH = 4'b1111;
assign zero = !accum;
reg[15:0]  spbuf;
always @(posedge alu_clk)
	begin
     casex(opcode)
	    HLT:  alu_out <= accum;
	    SKZ:  alu_out <= accum;
	    ADD:  alu_out <= data + accum;
	    SUB:  alu_out <= accum - data;
	    MUL:  alu_out <= accum * data;
	    OR :  alu_out <= accum | data;
	    AND: alu_out  <= data & accum;
	    XOR: alu_out  <= data ^ accum;
	    NOT: alu_out  <= ~ data;
	    LDA:  alu_out <= data;
	    STO:  alu_out <= accum;
	    RL :  alu_out <= data << 1;
	    RR :  alu_out <= data >> 1;
	    JMP:  alu_out <= accum;
	    POP:  alu_out <= spbuf;  
	    PUSH: spbuf <= accum;
	    default: alu_out <= 16'hxxxx;
	 endcase 
	end
endmodule
==> flow/run.sh <==
#!/bin/bash
# OpenROAD 26Q1-2900-gdf79404cd8, Yosys 0.63+post, stock flow scripts
make -C /OpenROAD-flow-scripts/flow DESIGN_CONFIG=/design/flow/config.mk WORK_HOME=/design/flow/orfs finish
==> flow/config.mk <==
export PLATFORM = sky130hd
export DESIGN_NAME = alu
export DESIGN_NICKNAME = alu
export VERILOG_FILES = /design/flow/design.v
export SDC_FILE = /design/flow/constraint.sdc
export NUM_CORES = 4
export LEC_CHECK = 1
export CORE_UTILIZATION = 30
==> flow/constraint.sdc <==
current_design alu

set clk_period 13.5
set clk_io_pct 0.2

create_clock -name clk0 -period $clk_period [get_ports {alu_clk}]

set non_clock_inputs [all_inputs -no_clocks]
set_input_delay [expr $clk_period * $clk_io_pct] -clock clk0 $non_clock_inputs
set_output_delay [expr $clk_period * $clk_io_pct] -clock clk0 [all_outputs]
==> run summary <==
fresh numbers from the pnr run: class of the most critical setup path in2reg, postcts setup bufs 0, vias in the first global route roughly 6300, CTS tree done, TritonCTS Buffers 5, clock-pin slew on the worst setup and hold paths 70 ps, Worst slew margin 0.365, status finished clean, crit start category primary input, grt met3 use 0.0663, RSZ-0062 raised after global routing false, max-slew violations 0, cell with the most instances on the worst path fa_1, Placed Instances 1233, final setup violation count 0, # hold bufs at CTS 0, synthesized area per cell around 8.3 µm², Chip Area, Yosys between 7000 and 8000 µm², post-DP HPWL 17300 µm, FP Rows approximately 56, fraction of layout cells with a size suffix above 1 0.0390, Hold Vio Cnt, Final 0, pre-CTS WS 4510 ps, R2R cell count 5, Final WS setup around 4800 ps, total gr overflow 0, slowest cell delay on critical path 830 ps, core box area 23600 µm², largest net degree at the start of global routing 23, Comb pwr share 0.802, DR vias/cell 5.16, Worst R2R Start spbuf[7]$_DFFE_PN_, FF-to-FF End alu_out[7]$_DFFE_PP_, Least-Margin Pin Slew 940 ps, Worst Path Required ~14000 ps, hold depth 2, Vias 6405, Max Cap Viol 0, Net Sw Power roughly 630 µW, drt first pass iters 5, met2 Use GR 0.287, placed cell areas slightly above 8000 µm², synthesized cell area 7290 µm², drt total wl 22400 µm, CP cell instances clkdlybuf4s50_1 -> clkinv_1 -> nor2_1 -> fa_1 -> inv_1 -> fa_1 -> fa_1 -> fa_1 -> inv_1 -> fa_1 -> inv_1 -> fa_1 -> inv_1 -> ha_1 -> and3_1 -> a21oi_1 -> a31oi_1 -> xor2_1 -> a221o_1, Internal ~630 µW, fin crit share 0.645, H-Tree Level Count 2, Switching Share 0.501, clock root cell clkbuf_16, worst-case clock buffer depth 2, gr usage total 0.195, initial core utilization 0.309, die width roughly 160 µm, P_leak roughly 3.7 nW, fill count 2452, Comb gate area 5620 µm², clock skew 9.74 ps, Pwr per Cell Area 150 nW/µm², critical path capture point type register, register area just under 1000 µm², die y size 158 µm, first-pass GRT wire length 35300 µm, ant diodes 0, r2r setup slk between 10000 and 15000 ps, CTS resizes 0, post-route insts no fill 1241, critical path's slowest cell clkdlybuf4s50_1, # Cells Yosys 881, fmax 0.115 GHz, Final Cell Area 8350 µm², Post-synth regs 32, VDD IR max 0.152 mV, GPL Wtd Cong 0.962, antenna violations before repair 0, antenna-violating nets left 0, Port Buffers 53, chip area ~25000 µm², fin crit period 8710 ps, clock group share of total power 0.093, main flop type after synthesis edfxtp_1, detailed-route DRC error count 0, Sink Count 32, Top-Level Pins 54, WL per Instance 18.1 µm, Tool Warnings 42, yosys warns 1, drt initial violations 504, cells after synthesis 881, sequential power share 0.105, Critical Path Start data[5], Unique cell types 56, ys async rst share 0, Worst setup endpoint alu_out[14]$_DFFE_PP_, Arrival @ worst endpoint roughly 8700 ps, met1 Use GR 0.279, Crit Path Max Fanout 11, setup TNS 0 ps, Post-synth EDFFs 32, area delta synth->final 14.6%, clock latency (worst-skew pair) 290 ps, post-synthesis sequential area ratio 0.132, busiest grt layer met2, Hold Crit Class reg2reg
## kinds of logic (layout without fill, tap and decap cells)
family | Yosys count | count (layout) | synth area share
XOR/XNOR | 67 | 67 | 0.0816
AND-OR/OR-AND | 144 | 144 | 0.136
AND/OR/NAND/NOR | 269 | 269 | 0.160
adder cells (fa/ha/maj) | 178 | 178 | 0.389
flip-flops | 32 | 32 | 0.132
multiplexers | 3 | 3 | 0.00412
buffers and inverters | 188 | 229 | 0.0968
## cell usage in the layout, fill, tap and decap left out, drive strengths merged, types with 3 or more instances in the layout
| cell type | n |
|---|---|
| a21o | 3 |
| a21oi | 39 |
| a221oi | 31 |
| a222oi | 4 |
| a22oi | 4 |
| a31oi | 6 |
| a41oi | 3 |
| and3 | 4 |
| buf | 17 |
| clkbuf | 5 |
| clkdlybuf4s50 | 53 |
| clkinv | 7 |
| edfxtp | 32 |
| fa | 81 |
| ha | 97 |
| inv | 145 |
| mux2i | 3 |
| nand2 | 95 |
| nand2b | 6 |
| nand3 | 16 |
| nor2 | 108 |
| nor2b | 5 |
| nor3 | 15 |
| nor4 | 5 |
| o211ai | 3 |
| o21a | 3 |
| o21ai | 28 |
| o21bai | 3 |
| o31ai | 3 |
| or2 | 3 |
| or3 | 5 |
| xnor2 | 55 |
| xor2 | 12 |
## power groups by stage
stage / Sequential (mW) / Combinational [mW] / Clock [mW]
after global routing: 0.133 / 1.14 / 0.122
final: 0.132 / 1.01 / 0.117
after CTS: 0.132 / 1.03 / 0.117
## critical path, delay by kind of cell
kind | cells | cell delay (ps)
AND-OR/OR-AND | 3 | 650
XOR/XNOR | 1 | 190
adder cells (fa/ha/maj) | 7 | 3220
buffers and inverters | 6 | 1540
AND/OR/NAND/NOR | 2 | 430
## how the worst min path moves through the flow
| stage | startpoint | to | slack (ps) |
|---|---|---|---|
| 5_1_grt | spbuf[4]$_DFFE_PN_ | alu_out[4]$_DFFE_PP_ | 710 |
| 4_1_cts | spbuf[4]$_DFFE_PN_ | alu_out[4]$_DFFE_PP_ | 700 |
| 6_report | spbuf[4]$_DFFE_PN_ | alu_out[4]$_DFFE_PP_ | 700 |
## stage by stage
stage	power, mW	hold slack, ps	util
2_1_floorplan	0.852	620	-
3_3_place_gp	1.16	682	0.347
3_5_place_dp	1.16	661	0.347
4_1_cts	1.28	696	0.354
5_1_grt	1.39	714	0.354
6_report	1.26	700	0.354
## cell type report
type	count	share of cell area
sequential	32	0.115
clock inverter	3	0.00285
tap	319	0.0478
inverter	151	0.0678
clock buffer	5	0.0150
multi-input combinational	661	0.673
timing repair buffer	70	0.0788
## cell usage after synthesis, types with 12 or more instances
library cell | n | area, µm²
xnor2_1 | 54 | 473
edfxtp_1 | 32 | 961
nor3_1 | 14 | 70.1
ha_1 | 97 | 1210
nor2_1 | 108 | 405
fa_1 | 81 | 1620
a21oi_1 | 39 | 195
clkbuf_1 | 36 | 135
xor2_1 | 12 | 105
inv_1 | 145 | 544
nand3_1 | 16 | 80.1
nand2_1 | 95 | 357
o21ai_0 | 26 | 130
a221oi_1 | 30 | 263
## registers in the layout (all words and copies together) (netlist names)
signal / cells
alu_out: 16
spbuf: 16
## per-layer routing
layer / vias up / wire length [µm]
li1: 2989 / -
met1: 3024 / 9540
met2: 343 / 9630
met3: 49 / 2500
met4: 0 / 746
met5: - / 0
Power and IR drop assume default switching activity.
